$ cat flow/config.mk
export PLATFORM = sky130hd
export DESIGN_NAME = processor
export DESIGN_NICKNAME = processor
export VERILOG_FILES = /design/flow/design.v
export SDC_FILE = /design/flow/constraint.sdc
export NUM_CORES = 4
export LEC_CHECK = 1
export CORE_UTILIZATION = 50
$ cat flow/constraint.sdc
current_design processor

set clk_period 40.8
set clk_io_pct 0.2

create_clock -name clk0 -period $clk_period [get_ports {clk}]

set non_clock_inputs [all_inputs -no_clocks]
set_input_delay [expr $clk_period * $clk_io_pct] -clock clk0 $non_clock_inputs
set_output_delay [expr $clk_period * $clk_io_pct] -clock clk0 [all_outputs]
$ cat flow/design.v
module ALU(A,B,Opcode,O,overflow);
input [31:0] A,B;
input [2:0] Opcode;
output reg [31:0] O;
output reg overflow;
	always @(*)
	case(Opcode)
	0: O= ~A;
	1: O= A&B;
	2: O= A^B;
	3: O= A|B;
	4: begin 
	O= A-1; 
	if(A[31] && ~O[31]) overflow =1; else overflow =0;
	end
	5: begin
	O= A+B;
	if((~A[31] && ~B[31] && O[31]) || (A[31] && B[31] && ~O[31])) overflow =1; else overflow =0;
	end
	6: begin
	O= A-B;
	if((~A[31] && B[31] && O[31]) || (A[31] && ~B[31] && ~O[31])) overflow =1; else overflow =0;
	end
	7: begin 
	O= A+1; 
	if(~A[31] && O[31]) overflow =1; else overflow =0;
	end
	endcase
endmodule
module ALU_Control (ALUOp,ALUctrl);
	input [1:0] ALUOp;
	output reg [2:0] ALUctrl;
	always @(*)
	 begin
		case(ALUOp)
			0: ALUctrl= 3'b001;
			1: ALUctrl= 3'b011;
			2: ALUctrl=3'b101;
			3: ALUctrl=3'b110;
			default: ALUctrl=3'bz;
		endcase
	 end
endmodule
module Control_Unit(Opcode,RegDst,MemRead,MemWrite,RegWrite,MemToReg,ALUOp,ALUSrc);
input [5:0] Opcode;
output reg RegDst,MemRead,MemWrite,RegWrite,MemToReg,ALUSrc;
output reg [1:0] ALUOp;
	always @(*)
	begin
	case(Opcode)
	1: begin
	ALUOp = 2; ALUSrc = 1'b0; RegDst =  1'b1; RegWrite = 1'b1; MemRead = 1'b0; MemWrite = 1'b0; MemToReg = 1'b0;
	end
	3: begin
	ALUOp = 3; ALUSrc = 1'b0; RegDst =  1'b1; RegWrite = 1'b1; MemRead = 1'b0; MemWrite = 1'b0; MemToReg = 1'b0;
	end
	5: begin
	ALUOp = 0; ALUSrc = 1'b0; RegDst =  1'b1; RegWrite = 1'b1; MemRead = 1'b0; MemWrite = 1'b0; MemToReg = 1'b0;
	end
	7: begin
	ALUOp = 1; ALUSrc = 1'b0; RegDst =  1'b1; RegWrite = 1'b1; MemRead = 1'b0; MemWrite = 1'b0; MemToReg = 1'b0;
	end
	4: begin
	ALUOp = 2; ALUSrc = 1'b1; RegDst =  1'b0; RegWrite = 1'b1; MemRead = 1'b1; MemWrite = 1'b0; MemToReg = 1'b1;
	end
	2: begin
	ALUOp = 2; ALUSrc = 1'b1; RegDst =  1'b0; RegWrite = 1'b1; MemRead = 1'b0; MemWrite = 1'b1; MemToReg = 1'b0;
	end
	endcase
	end
endmodule
module Mux2_1(S,D0,D1,O);
input S;
input [31:0] D0,D1;
output reg [31:0] O;
always @(*)
	case(S)
	0: O=D0;
	1: O=D1;
	endcase
endmodule
module Mux2_1_5b(S,D0,D1,O);
input S;
input [4:0] D0,D1;
output reg [4:0] O;
always @(*)
	case(S)
	0: O=D0;
	1: O=D1;
	endcase
endmodule
module Register(RWE,WA,WD,RA1,RA2,clk,RD1,RD2);
input RWE,clk;	
input [31:0] WD;	
input [4:0] RA1,RA2,WA;	
output [31:0] RD1,RD2;	
	reg [31:0] r [31:0];	
	assign RD1 = RWE ? r [RA1] : 32'bz;	
	assign RD2 = RWE ? r [RA2] : 32'bz;	
	always @(posedge clk)	
	begin
		if(RWE)
		begin
			r[WA] = WD;		
		end
	end
	initial begin
	r[0] <=6;
	r[1] <=0;
	r[2] <=5;
	r[3] <=3;
	r[7] <=0;
	r[8] <=4;
	end
endmodule
module SRAM(Addr,WD,RD,WE,RE,clk);
  input [31:0] Addr;
  input [31:0] WD;
  output reg [31:0] RD;
  input WE,RE,clk;
  reg [31:0] mem[31:0]; 
  	initial begin
	mem[3] <=5;
	mem[5] <=8;
	end
  always @(posedge clk)
  begin
    if (WE && !RE)
	begin 
      mem[Addr] <= WD;	
		RD <= 32'bz;
	end
    else if (RE && !WE)
      RD <= mem[Addr];
	else
      RD <= 32'bz;
	end
endmodule
module datapath(clk,Inst,RegDst,RegWrite,ALUSrc,ALUctrl,MemWrite,MemRead,MemToReg,RD);
input [31:0] Inst;
input clk,RegDst,RegWrite,ALUSrc,MemWrite,MemRead,MemToReg;
input [2:0] ALUctrl;
output [31:0] RD;
	wire [4:0] WR;
	wire [31:0] WD,RD1,RD2,extend,in,ALUO;
	wire overflow;
	Mux2_1_5b m1(RegDst,Inst[20:16],Inst[15:11],WR);
	Register r(RegWrite,WR,WD,Inst[25:21],Inst[20:16],clk,RD1,RD2);
	sign_extend s(Inst[15:0],extend);
	Mux2_1 m2(ALUSrc,RD2,extend,in);
	ALU a(RD1,in,ALUctrl,ALUO,overflow);
	SRAM mem(ALUO,RD2,RD,MemWrite,MemRead,clk);
	Mux2_1 m3(MemToReg,ALUO,RD,WD);
endmodule
module processor(clk,Inst,RD);
input [31:0] Inst;
input clk;
output [31:0] RD;
	wire RegDst,RegWrite,ALUSrc,MemWrite,MemRead,MemToReg;
	wire [1:0] ALUOp;
	wire [2:0] ALUctrl;
	Control_Unit c1(Inst[31:26],RegDst,MemRead,MemWrite,RegWrite,MemToReg,ALUOp,ALUSrc);
	ALU_Control c2(ALUOp,ALUctrl);
	datapath d(clk,Inst,RegDst,RegWrite,ALUSrc,ALUctrl,MemWrite,MemRead,MemToReg,RD);
endmodule
module sign_extend(I,O);
input [15:0] I;
output reg [31:0] O;
always @(*)
begin
	O[15:0] = I[15:0];
	O[31:16] = {16{I[15]}};
end
endmodule
$ cat flow/run.sh
#!/bin/bash
# OpenROAD 26Q1-2900-gdf79404cd8, Yosys 0.63+post, stock flow scripts
make -C /OpenROAD-flow-scripts/flow DESIGN_CONFIG=/design/flow/config.mk WORK_HOME=/design/flow/orfs finish
==> impl_metrics.yaml <==
# physical design summary
clock_network:
  post_cts_resized: 0
  cts.clk_slew.worst_paths_ps: 60
  clock_path_buffers: 3
  root_buffer: "clkbuf_16"
  hold_buffers: 0
  cts_max_level: 4
  tritoncts: "done"
  worstSkewPairLatency_ps: 860
  post_cts_buffers: 0
  cts_buffers: 211
detailed_routing:
  wl_per_cell_um: 33.15
  drt-pass1-iter-count: 5
  initialDrtViolationCount: 4068
  avgViaCountPerCell: 6.401
  ant_nets: 0
  routed_wl_mm: 282.9
  num_vias: 54621
  drc: 0
yosys:
  synthCells: 5767
  syn_avg_cell_area_um2: 16.08
  syn_area_um2: 92740
  ys_cells: 5767
  yosys_area_um2: 92740
  async_flop_share_pct: 0
  synth_cell_type_count: 75
  synthTopCellsByCount: "edfxtp_1, nand2_1, mux4_2"
  synth_flops: 2086
  topCellsByArea: "edfxtp_1, mux4_2, nand2_1"
  yosysWarnings: 13
  most_common_cell: "edfxtp_1"
  ff_type: "edfxtp_1"
  synth-edff-count: 2048
  synth_top_area_share_pct: 66.31
  synth_top_cell_by_area: "edfxtp_1"
global_route:
  antenna_found_initial: 4
  grt_pass1_wl_mm: 407.7
  grt_max_degree: 121
  grt_util_all_layers_pct: 34.42
  grt_pass1_vias: 58444
  grt-ovfl-total: 0
final_layout:
  fillers: 13709
  final_cells: 8533
  finalCoreUtilization_pct: 56.73
  syn2layout_area_growth_pct: 12.37
  layout-drive-gt1-share_pct: 21.12
hold_path:
  min_from: "d.mem.mem[31][15]"
  hold_depth: 3
  holdPathEnd: "d.mem.RD[15]"
  min_path_type: "reg -> reg"
setup_path:
  crit_top_cell: "buf_4"
  cp.arrival_ps: 16500
  crit_path_end_kind: "flop"
  r2r_slack_ps: 33690
  reg2reg_from: "d.r.r[31][16]"
  worstReg2RegEnd: "d.r.r[7][31]"
  critPathMaxFanout: 35
  slowest_delay_ps: 690
  cp_slowest_cell: "and2_2"
  critical_path_required_ps: 41420
  worstSetupPathType: "in -> reg"
  crit_path_start_kind: "primary input"
  r2r_cells: 27
floorplan:
  design.core.area_um2: 183700
  die_area_um2: 187200
  fp_util_pct: 50.49
  num_rows: 157
  ios: 65
  dieWidth_um: 432.7
  fp.dieH_um: 432.7
power_and_ir_drop:
  power.leakage_nw: 34.67
  p_comb_share_pct: 23.3
  internal_power_mw: 4.144
  swShare_pct: 30.71
  finalPower_mw: 5.981
  power_frac_clock_pct: 31.5
  power_density_nw_per_um2: 57.40
  peakVddDrop_uv: 45.73
  p_sw_mw: 1.837
  seqPwrFrac_pct: 45.2
timing:
  relSlewSlack_pct: 35.07
  setup_viol: 0
  period_minus_slack_ps: 15870
  untimed_endpoints: 6
  max_freq_ghz: 0.06300
  hold_viol_final: 0
  slew_violations: 0
  rsz0062_at_grt: "false"
  unclocked_regs: 6
  worst_pin_slew_ps: 971.7
  period_used_pct: 38.90
  clock_skew_ps: 33.99
  final.setup.tns_ps: 0
run_status:
  status: "finished, final reports clean"
placed_design:
  dp_hpwl_mm: 164.7
  io_buffers: 64
  gp_congestion: 0.9232
  placed_cells: 8139
job:
  warnings: 96
  max_cap_violations: 0
[power by group through the flow]
stage / logic [mW] / registers (mW) / clock network [mW]
CTS: 1.39 / 2.70 / 1.91
global route: 1.51 / 2.71 / 1.99
finish: 1.39 / 2.70 / 1.89
[metal layers]
layer / global-route usage, % / wire (um)
met3: 25.36 / 48590
met2: 49.48 / 133800
met4: 12.07 / 13380
met1: 41.69 / 86920
met5: 1.249 / 208
[cells by family (layout without fill, tap and decap cells)]
logic type | count (synthesis) | after routing | share of synthesized area (%)
fa+ha+maj | 97 | 97 | 1.317
buf+inv | 490 | 789 | 2.203
simple gates | 1483 | 1483 | 6.928
other cells | 0 | 3 | 0
compound gates | 710 | 710 | 5.382
xor+xnor | 52 | 52 | 0.4911
mux | 849 | 849 | 16.58
flops | 2080 | 2080 | 67.01
latches | 6 | 6 | 0.09714
[cell usage in the layout, fill, tap and decap left out, types with 54 or more instances in the layout]
master | synthesis | routed
buf_4 | 11 | 238
ha_1 | 96 | 96
mux2i_1 | 260 | 259
nand3_1 | 226 | 226
inv_1 | 90 | 90
nor2_1 | 186 | 117
a311oi_1 | 133 | 133
a22oi_1 | 137 | 137
o21ai_0 | 80 | 71
nor2_4 | 0 | 65
clkdlybuf4s50_1 | 0 | 54
a31oi_1 | 70 | 66
edfxtp_1 | 2048 | 2048
a21oi_1 | 128 | 111
clkbuf_16 | 0 | 216
mux4_2 | 544 | 544
and3_1 | 93 | 93
nand2_1 | 849 | 849
[stage by stage]
stage	setup WS [ps]	cell area (um^2)	hold WS, ps
6_report	24930	104200	704.0
5_1_grt	24450	104200	741.4
4_1_cts	25020	104200	704.6
3_5_place_dp	24140	97480	688.1
3_3_place_gp	24140	97480	675.2
2_1_floorplan	24420	92740	632.0
[worst max-delay path by stage]
stage	startpoint	to	slack, ps
CTS	Inst[17]	d.mem.RD[23]	25020
global route	Inst[17]	d.mem.RD[23]	24450
finish	Inst[17]	d.r.r[7][31]	24930
[worst max-delay path, delay by kind of cell]
| kind | cells | cell delay, ps |
|---|---|---|
| buffers and inverters | 5 | 2030 |
| multiplexers | 2 | 840 |
| XOR/XNOR | 1 | 140 |
| adder cells (fa/ha/maj) | 2 | 640 |
| AND-OR/OR-AND | 8 | 2260 |
| AND/OR/NAND/NOR | 10 | 2330 |
[registers in the layout, indices dropped and copies added, names as in the netlist]
| register | count |
|---|---|
| c1.RegDst | 1 |
| c1.MemToReg | 1 |
| d.mem.mem | 1024 |
| c1.MemWrite | 1 |
| d.mem.RD | 32 |
| c1.ALUOp | 2 |
| c1.ALUSrc | 1 |
| d.r.r | 1024 |
[layout make-up]
class                      count  area (um^2)  share of cell area [%]
antenna                        3        7.507                0.007204
sequential                  2086        62240                   59.73
clock buffer                 277         5764                   5.532
clock inverter               114        957.2                  0.9185
inverter                      94        352.8                  0.3386
multi-input combinational   3191        29300                   28.11
timing repair buffer         304         2505                   2.404
tap                         2464         3083                   2.959
